[design/flow/run.sh]
#!/bin/bash
# OpenROAD 26Q1-2900-gdf79404cd8, Yosys 0.63+post, stock flow scripts
make -C /OpenROAD-flow-scripts/flow DESIGN_CONFIG=/design/flow/config.mk WORK_HOME=/design/flow/orfs finish
[design/flow/config.mk]
export PLATFORM = sky130hd
export DESIGN_NAME = alu
export DESIGN_NICKNAME = alu
export VERILOG_FILES = /design/flow/design.v
export SDC_FILE = /design/flow/constraint.sdc
export NUM_CORES = 4
export LEC_CHECK = 1
export CORE_UTILIZATION = 50
[design/flow/constraint.sdc]
current_design alu

set clk_period 14.3
set clk_io_pct 0.2

create_clock -name clk0 -period $clk_period

set non_clock_inputs [all_inputs -no_clocks]
set_input_delay [expr $clk_period * $clk_io_pct] -clock clk0 $non_clock_inputs
set_output_delay [expr $clk_period * $clk_io_pct] -clock clk0 [all_outputs]
[design/flow/design.v]
module alu (
    input [31:0] a, b,                 
    input [2:0] ALUControl,            
    output reg [31:0] Result,          
    output Zero,                       
    input funct7bit6,                  
    input funct3_bit                   
);
always @(*) begin
    case(ALUControl)
        3'b000: Result = a + b;  
        3'b001: Result = a - b;  
        3'b010: Result = a & b;  
        3'b011: Result = a | b;  
        3'b100: Result = a << b[4:0];  
        3'b101: case (funct3_bit)
            1'b0:begin 
                if(a[31]!= b[31]) Result = a[31] ?1:0; 
                else Result = (a < b) ? 1:0;
            end 
            1'b1: Result <= (a < {20'b0, b[11:0]}) ? 1 : 0;  
                endcase
        3'b110: begin
            if(funct7bit6) Result = a >> b[4:0];  
            else Result = a >>> b[4:0];  
        end
        3'b111: Result = a ^ b;  
        default: Result = 32'b0;
        endcase
end
assign Zero = (Result == 0)?1:0;
endmodule
==> metrics.csv <==
metric,value,unit
post-cts resize count,0,
"Arr. time, crit path",8620,ps
Leak,4.273,nW
Slew Limit Fails,0,
path type of the worst setup path,input pin to primary output,
routability cong.,1.070,
Core Box Area,18890,µm²
Net Switching,0.0002792,W
Tightest Pin Transition,986.1,ps
overall routing resource usage,46.36,%
Setup crit end kind,primary output,
routed vias/inst,6.996,
gr ovfl total,0,
post-synthesis cell type count,100,
Internal Pwr Total,0.0001813,W
ys cells,1396,
Crit Path Max Fanout,12,
fin crit period,11480,ps
setup TNS after final layout,0,ps
Min-Delay Path Depth,5,
First DRT Iteration DRCs,1209,
setup violators final,0,
Area growth syn-to-layout,9.850,%
outcome,"finished, final reports clean",
final WL,45320,µm
Final Hold Viols,0,
RSZ-0062 raised after global routing,no,
buffers added on ports,101,
Tool Warnings,99,
Synth Seq Share,0,%
Vias,11670,
fmax,0.08712,GHz
Avg Inst Size Synth,6.952,µm²
final period utilization,80.27,%
fin cells,1668,
worst-path cell chain,clkdlybuf4s50_1 -> inv_1 -> ha_1 -> nand2_1 -> a2111oi_0 -> or3b_1 -> o21ai_1 -> nor4_1 -> a311o_1 -> xnor2_1 -> o221ai_1 -> or4_1 -> or4_1 -> nor4_2 -> clkdlybuf4s50_1,
Die W,141.3,µm
startpoint types,input pin,
FF/Latch Area,0,µm²
largest net degree at the start of global routing,52,
CP Data Required Time,11440,ps
met1 GRT Util,61.74,%
Detail Route Antenna Nets,0,
chip height,141.3,µm
max incr delay on CP,960,ps
FP Util,51.36,%
pwr dens,43.20,nW/µm²
share of layout cells above drive strength 1,9.537,%
met2 GRT Util,65.66,%
CLK BUF,0,
YS chip area,9704,µm²
setup bufs post-CTS,0,
"Cell Area, Synth",9704,µm²
# hold bufs at CTS,0,
Residual DRC,0,
Min-Delay Path Class,input pin to primary output,
Switching Fraction,60.62,%
slew margin rel.,33.57,%
Max Cap Viol,0,
DRT Pass-1 Iters,5,
flip-flops,0,
vias in the first global route,10830,
CP max stage cell,clkdlybuf4s50_1,
Die Size,19970,µm²
post-detail-place hpwl,33780,µm
initial antenna violation count,3,
busiest grt layer,met2,
first-pass GRT wire length,67580,µm
Synthesis Warnings,1,
num ports,102,
row cnt,50,
Cells after Synth,1396,
WL per Instance,27.17,µm
# placed instances,1665,
met3 Usage GRT,17.57,%
peak supply drop,0.04149,mV
[cell usage in the layout, fill, tap and decap left out, drive strengths merged, types with 25 or more instances in the layout]
| cell type | count |
|---|---|
| a211oi | 30 |
| a21oi | 114 |
| buf | 40 |
| clkdlybuf4s50 | 96 |
| ha | 97 |
| inv | 94 |
| mux2i | 61 |
| mux4 | 44 |
| nand2 | 155 |
| nor2 | 129 |
| o211ai | 25 |
| o21ai | 107 |
[synthesized netlist by cell type, types with 7 or more instances]
library cell / number / share of area [%]
nand2_1: 155 / 6.0
nor2_1: 129 / 5.0
a21oi_1: 113 / 5.8
ha_1: 97 / 13
o21ai_0: 95 / 4.9
inv_1: 92 / 3.6
clkbuf_1: 70 / 2.7
mux2i_1: 58 / 6.0
mux4_2: 43 / 10
a211oi_1: 30 / 2.3
buf_2: 30 / 1.5
o211ai_1: 25 / 1.9
nand3_1: 23 / 1.2
nor3_1: 20 / 1.0
xnor2_1: 20 / 1.8
nor4_1: 19 / 1.2
o22ai_1: 19 / 1.2
a21o_1: 16 / 1.2
a22oi_1: 15 / 1.2
a31oi_1: 15 / 0.97
o31ai_1: 15 / 1.2
or3_1: 14 / 0.90
mux2_2: 13 / 1.5
o2111ai_1: 13 / 1.2
buf_1: 12 / 0.46
nor2b_1: 12 / 0.77
nand2b_1: 11 / 0.71
o21ai_1: 11 / 0.57
o221ai_1: 11 / 0.99
o21a_1: 10 / 0.77
or4_1: 10 / 0.77
nand4_1: 9 / 0.58
o21bai_1: 9 / 0.70
buf_6: 8 / 0.93
and3_1: 7 / 0.45
[cell families after synthesis]
| kind of cell | synth area share (%) |
|---|---|
| simple gates | 21.29 |
| fa+ha+maj | 12.92 |
| buf+inv | 10.21 |
| compound gates | 34.27 |
| xor+xnor | 1.986 |
| mux | 19.33 |
[path summary, 6_finish.rpt]
kind | start | end | slack (ps)
setup / recovery | a[20] | Zero | 2820
hold / removal | ALUControl[0] | Result[2] | 6830
[layout make-up]
class	count	area [µm²]
diodes	3	7.507
fillers	1868	8233
inverters	96	360.3
multi-input cells	1173	8713
well taps	260	325.3
repair buffers	136	1254
[per-stage QoR]
stage	util, %	worst slack, ps	hold slack (ps)	power (W)	cell area (µm²)
final	56.42	2821	6827	0.0004605	10660
after global routing	56.38	2630	6880	0.0004882	10650
after CTS	56.38	2985	6803	0.0004439	10650
after detailed placement	56.38	2990	6802	0.0004412	10650
after global placement	56.38	3008	6804	0.0004413	10650
after floorplan	-	4462	5937	0.0002836	9704
[power by group through the flow]
stage | clock (W) | combinational, W | sequential (W)
after global routing | 0 | 0.000488 | 0
after CTS | 0 | 0.000444 | 0
[layer usage]
| metal | wire [µm] | part of all wire, % |
|---|---|---|
| met1 | 17380 | 38 |
| met3 | 6603 | 15 |
| met4 | 2755 | 6.1 |
| met2 | 18520 | 41 |
| met5 | 69 | 0.15 |
[critical path: cells and delay by family]
family | cells | cell delay [ps]
simple gates | 6 | 2130
buf+inv | 3 | 1820
compound gates | 4 | 980
fa+ha+maj | 1 | 650
xor+xnor | 1 | 160
No activity file was given, so power comes from the tool's default toggle rates.
