==> /design/flow/design.v <==
module mux_4to1(
    input       [31:0] d0, d1, d2, d3,
    input       [1:0] select,
    output      [31:0] y
);
assign y = select[1] ? (select[0] ? d3 : d2) : (select[0] ? d1 : d0);
endmodule
==> /design/flow/run.sh <==
#!/bin/bash
# OpenROAD 26Q1-2900-gdf79404cd8, Yosys 0.63+post, stock flow scripts
make -C /OpenROAD-flow-scripts/flow DESIGN_CONFIG=/design/flow/config.mk WORK_HOME=/design/flow/orfs finish
==> /design/flow/config.mk <==
export PLATFORM = sky130hd
export DESIGN_NAME = mux_4to1
export DESIGN_NICKNAME = mux_4to1
export VERILOG_FILES = /design/flow/design.v
export SDC_FILE = /design/flow/constraint.sdc
export NUM_CORES = 4
export LEC_CHECK = 1
export CORE_AREA = 10 10 84 84
export DIE_AREA = 0 0 94 94
==> /design/flow/constraint.sdc <==
current_design mux_4to1

set clk_period 1.0
set clk_io_pct 0.2

create_clock -name clk0 -period $clk_period

set non_clock_inputs [all_inputs -no_clocks]
set_input_delay [expr $clk_period * $clk_io_pct] -clock clk0 $non_clock_inputs
set_output_delay [expr $clk_period * $clk_io_pct] -clock clk0 [all_outputs]
==> summary.txt <==
Synthesis and PnR results.

- The slowest cell on the critical path reads mux4_2.
- In this run, distinct cell masters in the synthesized netlist total 5.
- The setup violation total in the final timing report reads 32.
- The synthesized area per cell is 20.89 µm².
- The proportion of total power due to net switching reads 0.2615.
- The detail-routed net length per standard cell is 23.90 µm.
- The HPWL after detailed placement is 5696 µm.
- The total iterations of the first detailed-routing run reads 3.
- The count of buffers inserted at the top-level ports reads 162.
- Post-route period utilization is reported as 1.318.
- The startpoint of the most critical hold path reads d0[9].
- The worst voltage drop across the vdd grid reads 177.1 µV.
- Synthesis handed over a netlist of 39 instances.
- The chip footprint reads 8836 µm².
- The final max-slew violation count recorded for this run is 0.
- STA classifies the critical path startpoint as an input port.
- The overall power of the completed layout is 0.0008714 W.
- The global placer's final weighted congestion is 0.8929.
- The top fanout value on the critical path is 8.
- Per the run summary, max-cap violations total 0.
- The remaining global-route overflow reads 0.
- The total number of vias is 1216.
- The capture endpoint of the worst hold path reads y[9].
- The final critical delay including setup and external delays reads 1.318 ns.
- Between the synthesized netlist and the finished layout, the area growth was recorded as 191.2%.
- The endpoint arrival time on the critical path reads 1.12 ns.
- The worst hold-check path type is in -> out.
- Once iteration 0 of detailed routing completed, the report listed 6 DRC markers.
- The category of the critical setup timing path is in -> out.
- The internal power reads 0.0006436 W.
- Total global-route track usage over all layers is 0.1432.
- The number of primary I/O pins is 162.
- For this configuration, the core starts out at a cell density of 0.1565.
- The hold-fix buffer count after cts is 0.
- Per the slew report, the remaining headroom to the max-slew limit stands at 0.9276.
- The share of synthesized area in the top cell type comes to 0.8295.
- The layout filler cell count reads 538.
- The kind of end point of the critical path is a primary output.
- The count of unresolved DRC violations after routing reads 0.
- The script computed a power per unit cell area of 367.3 nW/µm².
- The ratio of cells with drive above 1 in the final layout is 0.3756.
- The number of buffers and inverters on the critical path reads 3.
- The flow ran to the end, but the final reports show violations.
- The via count of the first global-routing pass reads 1449.
- Walking the worst path, the cells encountered are buf_16 -> clkbuf_16 -> mux4_2 -> buf_2.
- The cell depth of the worst hold path reads 3.
- The maximum clock frequency is 758.9 MHz.
- The die extent in y is 94 µm.
- The die boundary width reads 94 µm.
- For this run, the chip area from Yosys synthesis comes to 814.5 µm².
- The number of clock buffers in the layout is 0.
- The cell count listed in synth_stat.txt is 39.
- The stage delay of the slowest cell on the critical path reads 0.49 ns.
- The first-pass GRT wire length is 9356 µm.
- The count of flip-flops and latches is 0.
- The net switching power of the design is 0.0002278 W.
- The pre-CTS setup slack reads -0.9120 ns.
- The leakage power is 1.141 nW.
- The via density per instance reads 4.390.
- In this run the cell area of the synthesized design comes to 814.5 µm².
- The number of cell rows reads 26.
- The standard cell core area reads 5205 µm².
- Looking at area per cell type in the netlist, the leader is mux4_2.
- The main area contributors are mux4_2, buf_12, mux4_1.
- The worst-case setup margin in the final layout reads -0.3177 ns.
- The number of OpenROAD warnings is 35.
- The pin count of the biggest net entering global routing is 17.
- The initial antenna violation count came to 1.
- Looking at the max-slew report, the worst-margin pin has a slew of 0.1085 ns.
- The register cell area after layout is 0 µm².
- The checks that failed: setup timing.
- The number of synthesis warnings is 0.
- The routed wire length reads 6619 µm.
- The worst endpoint required time is 0.80 ns.
- The register area share after synthesis is 0.
- The share of power burned in registers is 0.
- The count of nets left with antenna violations once routing finished came out at 0.
- The hold violation total from the final report reads 0.
- Among cell families on the critical path, the largest total delay comes from multiplexers.
- The power report attributes to the combinational group a share of 1.000.
- Setup repair after global routing could not meet its margin everywhere.
- The share of total power in the clock network is 0.
[worst max-delay path by stage]
stage,start,to,slack (ns),cells past startpoint
4_1_cts,select[0],y[22],-0.32,4
5_1_grt,select[0],y[23],-0.35,4
6_report,select[0],y[29],-0.32,4
[final cells by class]
| cell class | count | area, µm² | share of cell area |
|---|---|---|---|
| Timing Repair Buffer | 173 | 1559 | 0.6572 |
| Tap cell | 70 | 87.58 | 0.03692 |
| Antenna cell | 2 | 5.005 | 0.002110 |
| Multi-Input combinational cell | 32 | 720.7 | 0.3038 |
[logic make-up after synthesis]
family                 synth area share
buffers and inverters            0.1060
multiplexers                     0.8940
[metrics by stage]
step,util,cell area [µm²],cells,setup TNS [ns],hold WS (ns)
after floorplan,-,823.3,39,-2.749,0.4864
after global placement,0.4764,2480,267,-28.67,1.286
after detailed placement,0.4764,2480,267,-28.52,1.292
after CTS,0.4500,2342,274,-9.483,0.8920
after global routing,0.4548,2367,275,-10.31,0.9032
final,0.4558,2372,277,-9.359,0.8862
[per-layer routing]
metal / global-route usage / vias to the layer above / wire length, µm
met5: 0 / - / 0
met4: 0 / 0 / 0
met3: 0.04847 / 0 / 569
met2: 0.2707 / 72 / 3809
met1: 0.1604 / 599 / 2241
li1: - / 545 / -
[synthesized netlist by cell type]
library cell  instances
mux4_2               30
buf_6                 1
mux4_1                2
buf_2                 3
buf_12                3
[power groups by stage]
stage	Sequential [W]	Clock (W)	Combinational, W
CTS	0	0	0.000878
global route	0	0	0.000940
finish	0	0.000000000268	0.000871
[cells in the final DEF (no fill, tap or decap)]
master,instances
diode_2,2
buf_12,3
buf_16,5
bufbuf_16,1
buf_4,3
clkbuf_16,1
dlygate4sd2_1,128
buf_2,32
mux4_2,32
[what timing repair did]
action,CTS,global route
gates resized,254,0
setup buffers,2,0
cloned,5,1
setup endpoints to repair,32,32
Power figures rest on the tool's default switching activity, not on a simulated workload.
