===== flow/design.v =====
module reg_file (
    input       clk,
    input       wr_en,
    input       [4:0] rd_addr1, rd_addr2, wr_addr,
    input       [31:0] wr_data,
    output      [31:0] rd_data1, rd_data2
);
reg [31:0] reg_file_array [0:31];
integer i;
initial begin
    for (i = 0; i < 32; i = i + 1) begin
        reg_file_array[i] = 0;
    end
end
always @(posedge clk) begin
    if (wr_en) reg_file_array[wr_addr] <= wr_data;
end
assign rd_data1 = ( rd_addr1 != 0 ) ? reg_file_array[rd_addr1] : 0;
assign rd_data2 = ( rd_addr2 != 0 ) ? reg_file_array[rd_addr2] : 0;
endmodule

===== flow/run.sh =====
#!/bin/bash
# OpenROAD 26Q1-2900-gdf79404cd8, Yosys 0.63+post, stock flow scripts
make -C /OpenROAD-flow-scripts/flow DESIGN_CONFIG=/design/flow/config.mk WORK_HOME=/design/flow/orfs finish

===== flow/constraint.sdc =====
current_design reg_file

set clk_period 5.9
set clk_io_pct 0.2

create_clock -name clk0 -period $clk_period [get_ports {clk}]

set non_clock_inputs [all_inputs -no_clocks]
set_input_delay [expr $clk_period * $clk_io_pct] -clock clk0 $non_clock_inputs
set_output_delay [expr $clk_period * $clk_io_pct] -clock clk0 [all_outputs]

===== flow/config.mk =====
export PLATFORM = sky130hd
export DESIGN_NAME = reg_file
export DESIGN_NICKNAME = reg_file
export VERILOG_FILES = /design/flow/design.v
export SDC_FILE = /design/flow/constraint.sdc
export NUM_CORES = 4
export LEC_CHECK = 1
export CORE_UTILIZATION = 50

==> impl_metrics.csv <==
group,metric,value,unit
clock_network,cts_buffers,107,
timing,timing.max_slew.rel_slack,3.16,%
floorplanning,chip_area,95200,µm²
synth,main_synth_ff_type,"sky130_fd_sc_hd__edfxtp_1",
power,ir_drop,0.280,mV
synth,synth_seq_share,65.5,%
timing,worstMarginPinSlew,1.44,ns
flow_run,warnings,26,
synth,synth-area-yosys,47000,µm²
grt,grt_pass1_wl,211000,µm
route,routedWlPerCell,37.6,µm
timing,finalSetupViolCount,0,
grt,track_usage,36.1,%
worst_setup_path,setup.worst_path.class,"in -> out",
timing,fmaxAchievable,170,MHz
power,p_leak,17.6,nW
placed_design,portBuffers,112,
floorplanning,core_util_floorplan,50.4,%
synth,yosys.area.top_type_share,65.5,%
cells_and_area,top_register,"reg_file_array",
synth,top_cells_by_area,"sky130_fd_sc_hd__edfxtp_1 65%, sky130_fd_sc_hd__mux4_2 20%, sky130_fd_sc_hd__mux2i_1 3.9%",
grt,number_of_antenna_violations_at_the_first_check_in_global_routing,2,
grt,grt_start_max_net_pins,69,
worst_setup_path,startpoint,"rd_addr2[3]",
clock_network,post-cts-setup-buffer-count,0,
floorplanning,dieHeight,308,µm
cells_and_area,area_growth,15.7,%
worst_hold_path,holdCritPathClass,"in -> reg",
clock_network,cts-root-buf,"sky130_fd_sc_hd__clkbuf_16",
floorplanning,placementRows,112,
placed_design,total_placed_cells_including_tap_cells,3758,
synth,yosys.cell_types.count,40,
cells_and_area,instances_no_fill,3959,
synth,synth_flops,1024,
synth,yosys-top-cells-count,"1,024 x sky130_fd_sc_hd__edfxtp_1, 425 x sky130_fd_sc_hd__mux4_2, 183 x sky130_fd_sc_hd__mux2i_1",
route,antenna_violating_nets_post_route,0,
clock_network,cts.sinks,1024,
clock_network,clk_pin_slew,0.06,ns
timing,period_used_share,99.6,%
clock_network,ctsLongestPathBuffers,3,
route,vias,26800,
synth,synth-warning-count,1,
worst_setup_path,timing.critical_path.arrival,4.70,ns
synth,most_common_cell,"sky130_fd_sc_hd__edfxtp_1",
clock_network,cts_tree,"done",
cells_and_area,finalInstanceArea,54300,µm²
cells_and_area,max_ffs_per_register,1024,
floorplanning,design.core.area,93200,µm²
route,finalWirelength,149000,µm
timing,hold_viol,0,
synth,syn-instance-count,2400,
synth,edf_count,1024,
route,violation_tally_from_detailed_route_iteration_zero,1711,
cells_and_area,layout-drive-gt1-share,31.1,%
clock_network,h_tree_lvl_count,3,
route,drc,0,
timing,slew_viol_final,0,
placed_design,placedInstanceArea,50800,µm²
worst_setup_path,end_kind,"output pin",
worst_setup_path,timing.critical_path.required,4.72,ns
worst_setup_path,crit_path_max_fanout,48,
timing,rsz_0062_raised_after_global_routing,"no",
synth,ys_async_sr_fraction,0,%
cells_and_area,post-route-util,58.3,%
worst_setup_path,start_kind,"primary input",
grt,overflow,0,
floorplanning,top_level_ports,113,
synth,syn-mean-instance-area,19.6,µm²
route,route.detailed.vias_per_inst,6.76,
synth,post-synth-top-area-cell,"sky130_fd_sc_hd__edfxtp_1",
synth,mappedNetlistArea,47000,µm²
power,tot_pwr,16.4,mW
clock_network,postCtsHoldBufs,0,
placed_design,place_congestion,0.924,
cells_and_area,largestRegisters,"reg_file_array: 1024 flops",
route,dr.pass1.iters,5,
flow_run,drv_cap,0,
power,power.density,302,nW/µm²
run_status,outcome,"complete, no violations",
floorplanning,chipWidth,308,µm
synth,ys_cells,2400,
grt,grt_pass1_vias,30100,
timing,clock_period_minus_final_worst_setup_slack,5.88,ns
placed_design,placed_wire_length_estimate,91200,µm
worst_setup_path,crit_path_end,"rd_data2[26]",
## report_power, final
group,switching (mW),internal (mW),total (mW)
clock network,2.82,3.92,6.74
registers,0.0353,8.10,8.13
logic,0.881,0.674,1.55
total,3.74,12.7,16.4
## through the flow
step	hold WS [ns]	TNS, ns	worst slack [ns]
floorplan	1.28	0	1.97
global placement	2.01	-3.13	-1.25
detailed placement	2.01	-0.130	-0.0887
CTS	1.29	0	0.244
global route	1.32	0	0.0400
finish	1.31	0	0.0239
## placed cells by master (no fill, tap or decap), types with 32 or more instances in the layout
cell type	n
sky130_fd_sc_hd__nand2_1	64
sky130_fd_sc_hd__buf_12	32
sky130_fd_sc_hd__a21oi_1	46
sky130_fd_sc_hd__clkbuf_16	108
sky130_fd_sc_hd__nor2_4	33
sky130_fd_sc_hd__o22ai_1	55
sky130_fd_sc_hd__a211oi_1	46
sky130_fd_sc_hd__edfxtp_1	1024
sky130_fd_sc_hd__mux4_2	425
sky130_fd_sc_hd__clkdlybuf4s50_1	105
sky130_fd_sc_hd__mux2i_1	183
sky130_fd_sc_hd__buf_4	162
sky130_fd_sc_hd__a22o_1	62
## worst max-delay path, stage by stage
cell                              delay (ns)
sky130_fd_sc_hd__clkdlybuf4s50_1        0.80
sky130_fd_sc_hd__or3b_2                 0.24
sky130_fd_sc_hd__buf_12                 0.34
sky130_fd_sc_hd__o221ai_1               0.20
sky130_fd_sc_hd__a211oi_1               1.11
sky130_fd_sc_hd__nor3_1                 0.15
sky130_fd_sc_hd__buf_4                  0.20
sky130_fd_sc_hd__clkdlybuf4s50_1        0.42
## cell families (layout without fill, tap and decap cells)
family          Yosys count  in the layout  synth area share [%]
compound gates          331            331                  5.41
buf+inv                 226            530                  2.31
flops                  1024           1024                  65.5
mux                     632            632                  24.9
other cells               0              1                     0
simple gates            187            187                  1.94
## routing by layer
layer | routed length [µm] | track usage (%) | vias up
li1 | - | - | 10900
met1 | 43100 | 42.0 | 13400
met2 | 68100 | 50.1 | 2171
met3 | 31000 | 32.0 | 341
met4 | 6150 | 10.7 | 8
met5 | 458 | 1.91 | -
## area by class of cell
class / instances / area (µm²)
Antenna cell: 1 / 2.50
Clock buffer: 131 / 2790
Clock inverter: 69 / 707
Fill cell: 6537 / 38900
Inverter: 25 / 96.3
Multi-Input combinational cell: 1150 / 15400
Sequential cell: 1024 / 30700
Tap cell: 1254 / 1570
Timing Repair Buffer: 305 / 2980
## worst min-delay path by stage
stage | start | to | slack (ns) | depth (start not counted)
5_1_grt | wr_data[27] | reg_file_array[12][27] | 1.32 | 2
6_report | wr_data[27] | reg_file_array[12][27] | 1.31 | 2
4_1_cts | wr_data[15] | reg_file_array[23][15] | 1.29 | 2
## timing repair
item	in CTS	in global routing
endpoints found under the setup margin	2	0
resized	3	0
endpoints found under the hold margin	0	0
No activity file was given, so power comes from the tool's default toggle rates.
